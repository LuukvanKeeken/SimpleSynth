### design/flow/config.mk
export PLATFORM = sky130hd
export DESIGN_NAME = top
export DESIGN_NICKNAME = top
export VERILOG_FILES = /design/flow/design.v
export SDC_FILE = /design/flow/constraint.sdc
export NUM_CORES = 4
export LEC_CHECK = 1
export CORE_UTILIZATION = 40
### design/flow/constraint.sdc
current_design top

set clk_period 6.5
set clk_io_pct 0.2

create_clock -name clk0 -period $clk_period [get_ports {clk}]

set non_clock_inputs [all_inputs -no_clocks]
set_input_delay [expr $clk_period * $clk_io_pct] -clock clk0 $non_clock_inputs
set_output_delay [expr $clk_period * $clk_io_pct] -clock clk0 [all_outputs]
### design/flow/design.v
`timescale 1ns / 1ps
module debounce (
    input  wire  clk,    
    input  wire  in,     
    output reg  out,    
    output reg onup    
    );
    reg sync_0, sync_1;
    always @(posedge clk) sync_0 <= in;
    always @(posedge clk) sync_1 <= sync_0;
    reg [19:0] cnt;   
    reg idle, max;
    always @(*) begin
        idle = (out == sync_1);
        max  = &cnt;
        onup = ~idle & max & out;
    end
    always @(posedge clk) begin
        if (idle) begin
            cnt <= 0;
        end else begin
            cnt <= cnt + 1;
            if (max) out <= ~out;
        end
    end
endmodule
`timescale 1ns / 1ps
module square_wave(
    input clk,
    input [27:0] half_wave_period,
    output reg wave_val
    );
    initial begin
        wave_val = 0;
    end
    reg [26:0] counter = 27'b0;
    always @(posedge clk) begin
        if (counter >= half_wave_period-1) begin
            wave_val = ~wave_val;
            counter = 0;
        end else begin
            counter <= counter + 1;
        end
    end
endmodule
`timescale 1ns / 1ps
module top(
    input clk,
    input [3:0] sw,
    input [3:0] btn,
    output led,
    output wire uart_tx_out
    );
    reg [7:0] wave_data;
    wire uart_ready;
    reg uart_start;
    wire wave_val;
    reg [27:0] half_wave_period;
    wire deb_btn0_up, deb_btn1_up, deb_btn2_up, deb_btn3_up;
    wire deb_btn0, deb_btn1, deb_btn2, deb_btn3;
    debounce deb_inst0 (.clk(clk), .in(btn[0]), .out(deb_btn0), .onup(deb_btn0_up));
    debounce deb_inst1 (.clk(clk), .in(btn[1]), .out(deb_btn1), .onup(deb_btn1_up));
    debounce deb_inst2 (.clk(clk), .in(btn[2]), .out(deb_btn2), .onup(deb_btn2_up));
    debounce deb_inst3 (.clk(clk), .in(btn[3]), .out(deb_btn3), .onup(deb_btn3_up));
    always @(posedge clk) begin
        casex ({sw[3:0], deb_btn3, deb_btn2, deb_btn1, deb_btn0})
            8'b00000001: half_wave_period <= 191_110;  
            8'b00000010: half_wave_period <= 180_388;  
            8'b00000100: half_wave_period <= 170_265;  
            8'b00001000: half_wave_period <= 160_705;  
            8'b00010001: half_wave_period <= 151_685;  
            8'b00010010: half_wave_period <= 143_172;  
            8'b00010100: half_wave_period <= 135_139;  
            8'b00011000: half_wave_period <= 127_551;  
            8'b001X0001: half_wave_period <= 120_395;  
            8'b001X0010: half_wave_period <= 113_636;  
            8'b001X0100: half_wave_period <= 107_259;  
            8'b001X1000: half_wave_period <= 101_239;  
            8'b01XX0001: half_wave_period <= 95_557;   
            8'b01XX0010: half_wave_period <= 90_192;   
            8'b01XX0100: half_wave_period <= 85_131;   
            8'b01XX1000: half_wave_period <= 80_354;   
            8'b1XXX0001: half_wave_period <= 75_843;   
            8'b1XXX0010: half_wave_period <= 71_586;   
            8'b1XXX0100: half_wave_period <= 67_568;   
            8'b1XXX1000: half_wave_period <= 63_776;   
            default: half_wave_period <= 28'hFFFFFFF;
        endcase
    end
    square_wave square_wave_inst (.clk(clk), .half_wave_period(half_wave_period), .wave_val(wave_val));
    assign led = wave_val;
    uart_tx_out_mod uart_tx_out_mod_inst (
        .clk(clk),                
        .data(wave_data),         
        .start(uart_start),       
        .ready(uart_ready),       
        .tx(uart_tx_out)              
    );
    always @(posedge clk) begin
        if (uart_ready) begin
            uart_start <= 1;   
        end else begin
            uart_start <= 0;   
        end
        wave_data <= {7'b0, wave_val};
    end
endmodule
`timescale 1ns / 1ps
module uart_tx_out_mod (
    input wire clk,            
    input wire [7:0] data,     
    input wire start,          
    output reg ready,          
    output reg tx              
);
    parameter BAUD_RATE = 115200;           
    parameter CLOCK_FREQ = 100_000_000;  
    localparam BAUD_COUNT = CLOCK_FREQ / BAUD_RATE;   
    reg [$clog2(BAUD_COUNT)-1:0] baud_cnt;   
    reg [3:0] bit_idx;                       
    reg [9:0] shift_reg;                     
    reg tx_active;                           
    always @(posedge clk) begin
        if (!tx_active) begin
            if (start) begin
                shift_reg <= {1'b1, data, 1'b0};   
                bit_idx <= 0;
                baud_cnt <= 0;
                tx_active <= 1;
                ready <= 0;   
            end else begin
                tx <= 1;   
                ready <= 1;   
            end
        end else begin
            if (baud_cnt == BAUD_COUNT - 1) begin
                tx <= shift_reg[0];   
                shift_reg <= shift_reg >> 1;   
                bit_idx <= bit_idx + 1;
                baud_cnt <= 0;
                if (bit_idx == 9) begin
                    tx_active <= 0;
                    ready <= 1;
                end
            end else begin
                baud_cnt <= baud_cnt + 1;   
            end
        end
    end
endmodule
### design/flow/run.sh
#!/bin/bash
# OpenROAD 26Q1-2900-gdf79404cd8, Yosys 0.63+post, stock flow scripts
make -C /OpenROAD-flow-scripts/flow DESIGN_CONFIG=/design/flow/config.mk WORK_HOME=/design/flow/orfs finish
==> impl_metrics.yaml <==
# synthesis and place-and-route metrics
final_timing:
  slew_violations: 0
  worst_slack_ns: 3.032
  fin_skew_ns: 0.009920
  final.setup.tns_ns: 0
  rsz0062_at_grt: "no"
  fin_crit_sh_pct: 53.35
  fin_crit_ns: 3.468
  setup_viol_count_final: 0
  final_hold_viol_count: 0
  worst_slew_pin_slew_ns: 0.8506
  fmax_mhz: 288.4
  max-slew-margin-rel_pct: 42.77
worst_setup_path:
  path_class: "reg -> reg"
  cp.depth: 12
  critPathMaxStageDelay_ns: 0.53
  r2r-end: "square_wave_inst.wave_val$_DFFE_PP_"
  crit_path_max_fanout: 27
  path_delay_family: "simple AND/OR/NAND/NOR gates"
  worstPathRequired_ns: 6.69
  timing.rr.start: "square_wave_inst.half_wave_period[4]$_DFF_P_"
  worstPathCellList: "nor4_1 > nand3_1 > nor4_4 > nand2_1 > xor2_1 > ha_1 > a21oi_1 > o211ai_1 > a311oi_1 > nor3_2 > buf_4 > a21o_1"
  crit_arrival_ns: 3.65
  endpoint_kind: "flip-flop"
  reg2reg_slack_ns: 3.03
  crit_path_start: "square_wave_inst.half_wave_period[4]$_DFF_P_"
  critPathSlowestCell: "nor4_1"
  startpoint_type: "flip-flop"
  path_buffers: 1
  worst-r2r-cell-count: 12
clocking:
  cts_tree: "yes"
  clockBufferDepth: 2
  htreeDepth: 4
  hold_buffers: 0
  cts_resized: 0
  cts.sinks: 168
  cts.clk_slew.worst_paths_ns: 0.07
  cts_setup_buffers: 0
  cts-root-buf: "clkbuf_16"
  worstSkewPairLatency_ns: 0.42
  cts_buffers: 17
detailed_routing:
  dr_total_vias: 6309
  vias_per_cell: 5.176
  wl_microns: 15670
  wire_per_inst_microns: 12.86
  antenna_cells: 0
  route.detailed.drc: 0
  firstDrtPassIters: 5
  drt_iter0_drc: 340
  ant_nets: 0
pwr:
  ir_worst_vdd_mv: 0.1466
  power.density_mw_per_mm2: 231.9
  p_leak_nw: 3.374
yosys:
  synthArstFlopShare_pct: 0
  ys.flops: 168
  postSynthAreaPerCell_sq_um: 9.243
  largest_area_cell: "dfxtp_1"
  edf_count: 31
  ys.warnings.count: 4
  yosys.cell_types.count: 74
  syn_inst: 929
  synth_top_flop_cell: "dfxtp_1"
  ys_seq_share_pct: 42.78
  yosysCellCount: 929
  yosys.area.top_type_share_pct: 31.94
  ys_area_sq_mm: 0.008587
  synthTopCellsByArea: "dfxtp_1 (32%), edfxtp_1 (11%), xnor2_1 (6.8%)"
  syn-cell-area_sq_mm: 0.008587
layout:
  area_growth_pct: 10.78
  drive_above_1_share_pct: 7.309
  lay_top_cells: "dfxtp_1 (137), nor2_1 (115), xnor2_1 (67)"
  largest_register: "square_wave_inst.counter"
  largest_reg_flops: 27
  fillerInstances: 1929
  layout.cells.most_common: "dfxtp_1"
  instances_no_fill: 1219
hold_path:
  hold_depth: 0
  min_to: "deb_inst3.sync_1$_DFF_P_"
  holdCritPathClass: "reg -> reg"
  min-delay-start: "deb_inst3.sync_0$_DFF_P_"
die:
  die_h_microns: 148.5
  fp-row-count: 53
  initCoreUtil_pct: 40.85
  io_pins: 11
  die_w_microns: 148.5
  coreArea_sq_mm: 0.02102
  dieArea_sq_mm: 0.02206
placed_design:
  port_buffers: 10
  place_inst: 1187
  place_ws_ns: 2.714
  globalplace.congestion: 0.9019
  dp_hpwl_microns: 10480
global_route:
  antenna_found_initial: 0
  grt-ovfl-total: 0
  grt_max_degree: 32
  grt_pass1_wl_microns: 27120
  grt_util_all_layers_pct: 15.18
  grt_pass1_vias: 5765
run:
  tool_warnings: 26
  maxCapViolations: 0
run_status:
  status: "completed"
worst max path at each step:
stage	to	slack, ns
final	square_wave_inst.wave_val$_DFFE_PP_	3.03
after CTS	square_wave_inst.wave_val$_DFFE_PP_	3.01
after global routing	square_wave_inst.wave_val$_DFFE_PP_	2.76
synthesized netlist by cell type, types with 30 or more instances:
cell type  number
a21oi_1        30
dfxtp_1       137
edfxtp_1       31
ha_1           36
nand2_1        62
nand3_1        44
nor2_1        115
o21ai_0        34
xnor2_1        67
xor2_1         50
per-stage QoR:
| stage | hold WS, ns | power (mW) | cell area (sq um) | util, % |
|---|---|---|---|---|
| after floorplan | 0.3096 | 1.218 | 8587 | - |
| after global placement | 0.3105 | 1.247 | 8936 | 42.51 |
| after detailed placement | 0.3121 | 1.248 | 8936 | 42.51 |
| after CTS | 0.3290 | 2.236 | 9513 | 45.25 |
| after global routing | 0.3392 | 2.298 | 9513 | 45.25 |
| final | 0.3280 | 2.206 | 9513 | 45.25 |
where the power goes:
part | leakage [nW] | switching (mW) | total, mW | internal [mW]
Combinational | 1.63 | 0.0489 | 0.0964 | 0.0474
Clock | 0.279 | 0.450 | 0.980 | 0.530
Sequential | 1.47 | 0.0421 | 1.13 | 1.09
Total | 3.37 | 0.541 | 2.21 | 1.66
final cells by class:
type	instances	area, sq um	share of cell area [%]
inverter	29	108.9	1.144
clock buffer	19	454.2	4.774
tap	275	344.1	3.617
sequential	168	3674	38.62
clock inverter	13	122.6	1.289
multi-input combinational	693	4619	48.56
timing repair buffer	22	190.2	1.999
cell families (layout without fill, tap and decap cells):
logic type,after synthesis,in the layout,share of synthesized area (%)
flip-flops,168,168,42.78
AND-OR/OR-AND,142,142,11.18
adder cells (fa/ha/maj),36,36,5.245
AND/OR/NAND/NOR,396,396,25.05
XOR/XNOR,117,117,11.93
buffers and inverters,68,83,3.570
multiplexers,2,2,0.2477
per-layer routing:
layer	routed length (microns)	GRT usage [%]	part of all wire (%)
met2	6616	22.50	42
met3	493	2.535	3.1
met1	8436	24.40	54
met4	125	1.907	0.80
met5	0	0	0
Power and IR drop assume default switching activity.
